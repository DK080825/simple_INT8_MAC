File: /design/flow/design.v
`timescale 1ns/1ps
module INT8_MAC_pipelined #(
    parameter MO_WIDTH = 32
)(
    input  wire                     CLK,
    input  wire                     RST,
    input  wire signed [7:0]        Qa_in,
    input  wire signed [7:0]        Qw_in,
    input  wire signed [7:0]        Za_in,
    input  wire signed [7:0]        Zw_in,
    input  wire                     En_in,
    input  wire signed [MO_WIDTH-1:0] M0_in,
    input  wire signed [7:0]        Zo_in,
    input  wire 	   [5:0]        n_in,
    input  wire signed [31:0]       bias_in,
    input  wire                     clear_in,
    input  wire                     last_in,
    output reg  signed [7:0]        Q3_out,
    output reg                      Q3_valid_out
);
localparam integer FRAC_BITS = (MO_WIDTH - 1);
reg v0;
reg signed [7:0] s0_Qa, s0_Qw, s0_Za, s0_Zw;
reg signed [MO_WIDTH-1:0] s0_M0;
reg 	   [5:0] s0_n;
reg signed [7:0] s0_Zo;
reg signed [31:0] s0_bias;
reg s0_clear, s0_last;
always @(posedge CLK or negedge RST) begin
	if (RST == 0) begin
		v0 <= 0;
		s0_Qa <= 0;
		s0_Qw <= 0;   
		s0_Za <= 0;
		s0_Zw <= 0;
		s0_M0 <= 0;
		s0_n <= 0;
		s0_Zo <= 0;
		s0_bias <= 0;
		s0_clear <= 0;
		s0_last <= 0;
	end else begin
		v0 <= En_in;
		if (En_in) begin
		s0_Qa <= Qa_in;
		s0_Qw <= Qw_in; 
		s0_Za <= Za_in;
		s0_Zw <= Zw_in;
		s0_M0 <= M0_in;
		s0_n <= n_in;
		s0_Zo <= Zo_in;
		s0_bias <= bias_in;
		s0_clear <= clear_in;
		s0_last <= last_in;
		end
	end
end
reg v1;
reg signed [8:0] s1_a_off, s1_w_off;
reg [5:0] s1_n;
reg signed [MO_WIDTH -1: 0] s1_M0;
reg signed [31:0] s1_bias;
reg signed [7:0]  s1_Zo;
reg s1_clear, s1_last;
always @(posedge CLK or negedge RST) begin
	if (RST == 0) begin
		v1 <= 0;
		s1_a_off <= 0;
		s1_w_off <= 0; 
		s1_M0 <= 0;
		s1_n <= 0;
		s1_Zo <= 0;
		s1_bias <= 0;
		s1_clear <= 0;
		s1_last <= 0;
	end else begin
		v1 <= v0;
		if (v0) begin
			s1_a_off <= $signed({s0_Qa[7], s0_Qa}) - $signed({s0_Za[7],s0_Za});
			s1_w_off <= $signed({s0_Qw[7],s0_Qw}) - $signed({s0_Zw[7], s0_Zw}); 
			s1_M0 <= s0_M0;
			s1_n <= s0_n;
			s1_Zo <= s0_Zo;
			s1_bias <= s0_bias;
			s1_clear <= s0_clear;
			s1_last <= s0_last;
		end
	end
end
reg v2;
reg signed [17:0] s2_prod;
reg [5:0] s2_n;
reg signed [MO_WIDTH -1: 0] s2_M0;
reg signed [31:0] s2_bias;
reg signed [7:0]  s2_Zo;
reg s2_clear, s2_last;
always @(posedge CLK or negedge RST) begin
	if (RST == 0) begin
		v2 <= 0;
		s2_prod <= 0;
		s2_M0 <= 0;
		s2_n <= 0;
		s2_Zo <= 0;
		s2_bias <= 0;
		s2_clear <= 0;
		s2_last <= 0;
	end else begin
		v2 <= v1;
		if (v1) begin
			s2_prod <= s1_a_off * s1_w_off;
			s2_M0 <= s1_M0;
			s2_n <= s1_n;
			s2_Zo <= s1_Zo;
			s2_bias <= s1_bias;
			s2_clear <= s1_clear;
			s2_last <= s1_last;
		end
	end
end
reg v3;
reg signed  [31:0] s3_acc;
reg [5:0] s3_n;
reg signed [MO_WIDTH -1: 0] s3_M0;
reg signed [31:0] s3_bias;
reg signed [7:0]  s3_Zo;
reg s3_last;
always @(posedge CLK or negedge RST) begin
	if (RST == 0) begin
		v3 <= 0;
		s3_acc <= 0;
		s3_M0 <= 0;
		s3_n <= 0;
		s3_Zo <= 0;
		s3_bias <= 0;
		s3_last <= 0;
	end else begin
		v3 <= v2;
		if (v2) begin
			if(s2_clear) s3_acc <= $signed({{14{s2_prod[17]}},s2_prod});
			else 		 s3_acc <= s3_acc + $signed({{14{s2_prod[17]}},s2_prod});
			s3_M0 <= s2_M0;
			s3_n <= s2_n;
			s3_Zo <= s2_Zo;
			s3_bias <= s2_bias;
			s3_last <= s2_last;
		end
		else s3_last <= 0;
	end
end
reg v4;
reg signed [63:0] s4_mul_M;
reg [5:0] s4_n;
reg signed [7:0]  s4_Zo;
always @(posedge CLK or negedge RST) begin
	if(RST == 0) begin
		v4 <= 0;
		s4_mul_M <= 0;
		s4_n <= 0;
		s4_Zo <= 0;
	end
	else begin 
		v4 <= (v3 & s3_last);
		if (v3 && s3_last) begin
			s4_mul_M   <= $signed(s3_M0) * $signed(s3_acc + s3_bias);
			s4_n <= s3_n;
			s4_Zo <= s3_Zo;
		end
	end
end
reg v5;
reg signed [31:0] s5_roundedProd;
reg signed [7:0]  s5_Zo;
wire [7:0] sh_full = FRAC_BITS + s4_n;
wire [5:0] shift_amt = (sh_full > 8'd63) ? 6'd63 : sh_full;
wire signed [63:0] round_add =
  (shift_amt == 0) ? 64'sd0 :
  (s4_mul_M >= 0 ?  (64'sd1 <<< (shift_amt-1))
                    : ((64'sd1 <<< (shift_amt-1)) - 1));
wire signed [63:0] scaledF =
  (shift_amt == 0) ? s4_mul_M
                   : ((s4_mul_M + round_add) >>> shift_amt);
always @(posedge CLK or negedge RST) begin
	if(RST == 0) begin
		v5 <= 0;
		s5_roundedProd <= 0;
		s5_Zo <= 0;
	end
	else begin 
		v5 <= v4;
		if (v4) begin
			s5_roundedProd <= $signed(scaledF[31:0]);
			s5_Zo <= s4_Zo;
		end
	end
end
wire signed [31:0] zo_ext = $signed({{24{s5_Zo[7]}}, s5_Zo}); 
wire signed [32:0] raw_result = zo_ext + $signed(s5_roundedProd);
always @(posedge CLK or negedge RST) begin
	if(RST == 0) begin
		Q3_out <= 0;
		Q3_valid_out <= 0;
	end
	else begin
		if (v5) begin
			Q3_valid_out <= 1;
			if (raw_result > 127) 
				Q3_out <= 8'sd127;
			else if (raw_result < -128)
				Q3_out <= -8'sd128;
			else Q3_out <= $signed(raw_result[7:0]);
		end else begin
			Q3_valid_out <= 0;
			Q3_out <= 0;
		end
	end
end 
endmodule
`timescale 1ns / 1ps
module M10K#(
    parameter ITE_NUM = 100,
    parameter DATA_WIDTH = 10,
    parameter ADDR_WIDTH = 10
)
(
    output logic signed [DATA_WIDTH - 1:0] q,
    input logic signed [DATA_WIDTH - 1:0] d,
    input logic [ADDR_WIDTH - 1:0] write_address, read_address,
    input logic we, clk
);
    logic [DATA_WIDTH-1:0] mem [ITE_NUM-1:0]   ;
	logic [DATA_WIDTH - 1:0] out_q;
    always @ (posedge clk) begin
        if (we) begin
            mem[write_address] <= d;
		  end
        out_q <= mem[read_address];  
		q <= out_q;
	 end
endmodule
`timescale 1ns / 1ps
module MAC_IP1 #(  
  parameter integer MO_WIDTH   = 32,
  parameter integer ADDR_WIDTH = 10,
  parameter integer ITE_NUM    = (1 << ADDR_WIDTH)  
)(
  input  wire                      clk,
  input  wire                      rstn,
  input  wire                      ctrl_start,      
  input  wire [ADDR_WIDTH-1:0]        ctrl_num,         
  input  wire signed [7:0]          ctrl_Za,
  input  wire signed [7:0]          ctrl_Zw,
  input  wire signed [7:0]          ctrl_Zo,
  input  wire signed [MO_WIDTH-1:0] ctrl_M0,
  input  wire [5:0]                ctrl_n,
  input  wire signed [31:0]         ctrl_bias,
  input  wire                      act_we,
  input  wire [ADDR_WIDTH-1:0]      act_waddr,
  input  wire signed [7:0]          act_wdata,
  input  wire                      wgt_we,
  input  wire [ADDR_WIDTH-1:0]      wgt_waddr,
  input  wire signed [7:0]          wgt_wdata,
  output wire signed [7:0]          status_result,
  output wire                      status_done,      
  output wire                      status_busy
    );
   wire  [ADDR_WIDTH-1:0] act_raddr;
   wire  [ADDR_WIDTH-1:0] wgt_raddr;
   wire signed [7:0] Qa_bram_q;
   wire signed [7:0] Qw_bram_q;
    M10K #(
    .ITE_NUM(ITE_NUM),
    .DATA_WIDTH(8),
    .ADDR_WIDTH(ADDR_WIDTH)
  ) act_bram (
    .q(Qa_bram_q),
    .d(act_wdata),
    .write_address(act_waddr),
    .read_address(act_raddr),
    .we(act_we),
    .clk(clk)
  );
  M10K #(
    .ITE_NUM(ITE_NUM),
    .DATA_WIDTH(8),
    .ADDR_WIDTH(ADDR_WIDTH)
  ) wgt_bram (
    .q(Qw_bram_q),
    .d(wgt_wdata),
    .write_address(wgt_waddr),
    .read_address(wgt_raddr),
    .we(wgt_we),
    .clk(clk)
  );
    MAC_block_runner #(
    .MO_WIDTH(MO_WIDTH),
    .ADDR_WIDTH(ADDR_WIDTH)
  ) MAC_core (
    .clk(clk),
    .rstn(rstn),
    .start_in(ctrl_start),
    .Qa_in(Qa_bram_q),
    .Qw_in(Qw_bram_q),
    .Za_in(ctrl_Za),
    .Zw_in(ctrl_Zw),
    .M0_in(ctrl_M0),
    .Zo_in(ctrl_Zo),
    .n_in(ctrl_n),
    .bias_in(ctrl_bias),
    .Num_in(ctrl_num),
    .result_out(status_result),
    .done(status_done),
    .busy(status_busy),
    .bram_a_addr(act_raddr),
    .bram_w_addr(wgt_raddr)
  );
endmodule
`timescale 1ns / 1ps
module MAC_block_runner #(
   parameter MO_WIDTH = 32,
   parameter ADDR_WIDTH = 10
)
    (
    input  wire                     clk,
    input  wire                     rstn,
	input  wire                     start_in,
    input  wire signed [7:0]        Qa_in,
    input  wire signed [7:0]        Qw_in,
    input  wire signed [7:0]        Za_in,
    input  wire signed [7:0]        Zw_in,
    input  wire signed [MO_WIDTH-1:0] M0_in,
    input  wire signed [7:0]        Zo_in,
    input  wire 	   [5:0]        n_in,
    input  wire signed [31:0]       bias_in,
	input  wire        [ADDR_WIDTH-1:0]   Num_in,
	output reg  signed [7:0]        result_out,
    output reg                      done,
	output wire                      busy,
	output reg  [ADDR_WIDTH -1:0]   bram_a_addr,
	output reg  [ADDR_WIDTH -1:0]   bram_w_addr
    );
    localparam S_IDLE  = 0;
	localparam S_READY1 = 1;
	localparam S_READY2 = 2;   
    localparam S_FEED  = 3;    
    localparam S_WAIT  = 4;    
    localparam S_DONE  = 5;
	reg start_d = 0;
	wire start_pulse = start_in & ~start_d;  
	reg [ADDR_WIDTH:0] idx;
	reg [2:0] state_reg;
	reg signed [7:0] reg_Qa, reg_Qw;
    reg signed [7:0] reg_Za, reg_Zw, reg_Zo;
    reg signed [MO_WIDTH-1:0] reg_M0;
    reg [5:0] reg_n;
    reg signed [31:0] reg_bias;
    reg reg_En, reg_clear, reg_last;
	wire signed [7:0] Q3_out_w;
	wire Q3_valid_w;
	reg gen_addr = 0; 
	assign busy = (state_reg != S_IDLE) && (state_reg != S_DONE);
    INT8_MAC_pipelined #(.MO_WIDTH(MO_WIDTH)) mac (
        .CLK(clk), .RST(rstn),
        .Qa_in(reg_Qa), .Qw_in(reg_Qw),
        .Za_in(reg_Za), .Zw_in(reg_Zw),
        .En_in(reg_En),
        .M0_in(reg_M0), .Zo_in(reg_Zo), .n_in(reg_n),
        .bias_in(reg_bias),
        .clear_in(reg_clear),
        .last_in(reg_last),
        .Q3_out(Q3_out_w),
        .Q3_valid_out(Q3_valid_w)
    );
	always @(posedge clk or negedge rstn) begin
		if(rstn == 0) begin
			bram_a_addr <= 0;
			bram_w_addr <= 0;
		end
		else if (gen_addr) begin
			bram_a_addr <= bram_a_addr + 1;
			bram_w_addr <= bram_w_addr + 1;
		end
		else begin
		  	bram_a_addr <= 0;
			bram_w_addr <= 0;
		end
	end
	always @(posedge clk or negedge rstn) begin
		if(rstn == 0) begin
			state_reg <= S_IDLE;
			reg_En    <= 0;
			reg_clear <= 0;
			reg_last  <= 0;
			start_d <= 0;
			done <= 0;
			idx <= 0;
			gen_addr <= 0;
		end else begin
			start_d <= start_in;
			reg_En	<= 0;
			reg_last <= 0;
			reg_clear <= 0;
			done <= done;
			case(state_reg)
			S_IDLE: begin
				done <= 0;
				if(start_pulse) begin
	                idx     <= 0;
					gen_addr <= 1;
					state_reg <= S_READY1;
				end
				else state_reg <= S_IDLE;
			end
			S_READY1: begin
				state_reg <= S_READY2;
			end
			S_READY2: begin
				state_reg <= S_FEED;
			end
			S_FEED: begin
				reg_Qa <= $signed(Qa_in);
				reg_Qw <= $signed(Qw_in);
				reg_Za <= Za_in;
				reg_Zw <= Zw_in;
				reg_Zo <= Zo_in;
				reg_M0 <= M0_in;
				reg_n  <= n_in;
				reg_bias <= bias_in;
				reg_En <= 1'b1;
				idx <= idx + 1;
				reg_clear <= (idx == 0)? 1'b1: 1'b0;
				reg_last <= (idx == (Num_in -1))? 1'b1: 1'b0;
				if (idx == (Num_in -1)) begin
					state_reg <= S_WAIT;
					gen_addr  <= 0;
					idx <= 0;
				end
				else state_reg <= S_FEED;
			end
			S_WAIT: begin
				if(Q3_valid_w) begin
					result_out <= Q3_out_w;
					done <= 1'b1;
					state_reg <= S_DONE;
				end
				else state_reg <= S_WAIT;
			end
			S_DONE: begin
				if(start_pulse) begin
					result_out <= 0;
					done <= 0;
					idx     <= 0;
					gen_addr <= 1;
					state_reg <= S_READY1;
				end
				else state_reg <= S_DONE;
			end
			endcase
		end
	end
endmodule
File: /design/flow/run.sh
#!/bin/bash
# OpenROAD 26Q1-2900-gdf79404cd8, Yosys 0.63+post, stock flow scripts
make -C /OpenROAD-flow-scripts/flow DESIGN_CONFIG=/design/flow/config.mk WORK_HOME=/design/flow/orfs finish
File: /design/flow/constraint.sdc
current_design MAC_IP1

set clk_period 437.9
set clk_io_pct 0.2

create_clock -name clk0 -period $clk_period [get_ports {clk}]

set non_clock_inputs [all_inputs -no_clocks]
set_input_delay [expr $clk_period * $clk_io_pct] -clock clk0 $non_clock_inputs
set_output_delay [expr $clk_period * $clk_io_pct] -clock clk0 [all_outputs]
File: /design/flow/config.mk
export PLATFORM = sky130hd
export DESIGN_NAME = MAC_IP1
export DESIGN_NICKNAME = MAC_IP1
export VERILOG_FILES = /design/flow/design.v
export SDC_FILE = /design/flow/constraint.sdc
export NUM_CORES = 4
export LEC_CHECK = 1
export CORE_UTILIZATION = 40
export SYNTH_MEMORY_MAX_BITS = 65536
==> metrics.yaml <==
status:
  status: "finished, final reports clean"
grt:
  grt_use_met3_pct: 21.1
  grt_max_degree: 129
  top_usage_layer: "met2"
  grt_pass1_wl_um: 2830000
  met1_usage_pct: 27.0
  met2_usage_pct: 34.8
  overflow: 0
  grt_pass1_vias: 394000
  track_usage_pct: 24.4
  antenna_found_initial: 167
drt:
  wl_um: 1970000
  drc: 0
  antenna_left: 0
  drtIter0Drc: 24900
  via_count: 347000
  via_per_inst: 5.73
  dr.pass1.iters: 6
  wl_per_cell_um: 32.5
timing:
  rsz0062_at_grt: "no"
  worstMarginPinSlew_ns: 1.11
  worst_slack_ns: 346.88
  max_freq_mhz: 11.0
  maxSlewHeadroom_pct: 25.5
  setup_viol: 0
  period_minus_slack_ns: 91.02
  fin_setup_tns_ns: 0
  hold_violations: 0
  slew_violations: 0
  clock-skew-final_ns: 0.219
  fin_crit_sh_pct: 20.8
synthesis:
  ys_cells: 34400
  synth_area_um2: 712000
  synth_top_cell_by_area: "edfxtp_1"
  top_area_share_pct: 69.6
  synthArstFlopShare_pct: 3.46
  ys_seq_share_pct: 71.7
  synth_area_per_cell_um2: 20.7
  top_cell: "edfxtp_1"
  yosysWarningCount: 3
  synth-edff-count: 16500
  synth_cells: 34400
  area_leaders: "edfxtp_1, mux4_2, fa_1"
  top_cells_by_count: "edfxtp_1, mux4_2, nor2_1"
  synthDistinctLibCells: 119
  synth-seq-cells: 17100
  ys_chip_area_um2: 712000
  synth-main-ff-cell: "edfxtp_1"
floorplan:
  ios: 155
  core_um2: 1770000
  die_area_um2: 1790000
  fp_util_pct: 40.1
  placementRows: 489
  dieWidth_um: 1340
  fp.dieH_um: 1340
setup_path:
  path_class: "input port to flop"
  worstReg2RegEnd: "MAC_core.mac.s4_mul_M[62]$_DFFE_PN0P_"
  worst-r2r-setup-slack_ns: 425.20
  max_stage_delay_ns: 0.62
  cpMostUsedCell: "buf_4"
  r2r_cells: 42
  reg2reg_from: "MAC_core.mac.s3_bias[0]$_DFFE_PN0P_"
  worstPathArrival_ns: 92.02
  cp_cell_sequence: "buf_8, buf_4, buf_4, buf_4, buf_4, buf_4, buf_4, buf_4"
  end_kind: "flop"
  path_max_fanout: 65
  slowest_stage: "buf_4"
  startpoint_type: "input port"
  worstPathRequired_ns: 438.89
worst_hold_path:
  hold_end: "wgt_bram.q[1]$_DFF_P_"
  hold_class: "flop to flop"
  min_from: "wgt_bram.out_q[1]$_DFF_P_"
  hold_depth: 0
clock_network:
  root_buffer: "clkbuf_16"
  cts.clk_slew.worst_paths_ns: 0.06
  tritoncts: "done"
  clock_path_buffers: 6
  cts-resized-gates: 0
  cts_setup_buffers: 0
  cts-hold-fix-buffers: 0
  cts-buffers-inserted: 1759
  cts.htree.levels: 7
  clkLatencyLatePin_ns: 1.43
  cts_sinks: 17100
layout:
  logic_area_um2: 189000
  post-route-cell-area_um2: 802000
  area_growth_pct: 12.7
  fill_cells: 145000
  drive_gt1_share_pct: 26.4
  largest_registers: "act_bram.mem x8192, wgt_bram.mem x8192, MAC_core.mac.s4_mul_M x64"
  post-route-util_pct: 45.2
  ff_latch_area_um2: 511000
  instances_no_fill: 60500
place:
  placed_cells_incl_taps: 57100
  placed_area_um2: 745000
  port-buffer-count: 154
  post-place-ws_ns: 345.51
  dpl.hpwl_um: 1270000
  gp_routability_congestion: 0.949
job:
  tool_warnings: 72
  drv_cap: 0
==> per-stage QoR <==
step / hold WS (ns)
2_1_floorplan: 0.310
3_3_place_gp: 0.313
3_5_place_dp: 0.312
4_1_cts: 0.329
5_1_grt: 0.332
6_report: 0.327
==> routing by layer <==
| metal | wire, um | part of all wire (%) | vias up |
|---|---|---|---|
| li1 | - | - | 141000 |
| met1 | 590000 | 30 | 175000 |
| met2 | 906000 | 46 | 26400 |
| met3 | 380000 | 19 | 3908 |
| met4 | 85400 | 4.3 | 246 |
| met5 | 5710 | 0.29 | - |
==> cell type report <==
| class | instances | share of cell area [%] |
|---|---|---|
| repair buffers | 1188 | 1.24 |
| multi-input cells | 13900 | 23.6 |
| well taps | 23600 | 3.67 |
| diodes | 280 | 0.0873 |
| flip-flops and latches | 17100 | 63.7 |
| clock buffers | 2079 | 5.72 |
| inverters | 1322 | 0.618 |
| clock inverters | 1064 | 1.40 |
==> worst max path at each step <==
stage	to	startpoint	cells after the start
after global routing	act_bram.mem[504][6]$_DFFE_PP_	act_wdata[6]	8
final	act_bram.mem[504][6]$_DFFE_PP_	act_wdata[6]	8
after CTS	act_bram.mem[504][6]$_DFFE_PP_	act_wdata[6]	8
==> layout by cell type (no fill, tap or decap), drive strengths merged, types with 133 or more instances in the layout <==
| cell type | n |
|---|---|
| bufinv | 212 |
| fa | 1158 |
| nand2 | 1316 |
| buf | 1052 |
| mux4 | 5460 |
| clkdlybuf4s50 | 136 |
| edfxtp | 16500 |
| clkinv | 685 |
| nor2 | 2373 |
| a21oi | 368 |
| clkbuf | 2079 |
| nand3 | 133 |
| diode | 280 |
| ha | 405 |
| inv | 1381 |
| o21ai | 321 |
| and2 | 333 |
| mux2 | 403 |
| dfrtp | 592 |
| xnor2 | 171 |
==> cell families after synthesis <==
group                      after synthesis  synth area share, %
other                                    1             0.000526
and+or+nand+nor                       4690                 2.81
muxes                                 5920                 18.0
buffers and inverters                 3384                 1.84
xor gates and xnor gates               269                0.333
adders and majority gates             1563                 3.97
AOI/OAI and AO/OA                     1437                 1.34
DFF                                  17100                 71.7
==> critical path, delay by kind of cell <==
family | cells | cell delay, ns
buffers and inverters | 8 | 4.17
